==> design.v <==
module iic_master_core(
    input i_clk,
    input i_rst_n,
    input i_i2c_en,
    input [7:0] i_i2c_sdata,
    output o_i2c_scl,
    output o_i2c_sda,
    output o_i2c_busy  
);
localparam [6:0] SADDR = 7'h27;  
localparam STATE_IDLE = 3'b000, STATE_START = 3'b001,
           STATE_ADDR = 3'b010, STATE_RW = 3'b011,
           STATE_ACK_ADDR = 3'b100, STATE_DATA = 3'b101,
           STATE_ACK_DATA = 3'b110, STATE_END = 3'b111;
reg r_cnt_en;
reg r_i2c_busy;
reg r_sda_en;
reg [2:0] r_en_det;
reg [2:0] r_state;
reg [3:0] r_bit_cnt;
reg [7:0] r_data;
reg [7:0] r_shift;
reg [7:0] r_start_cnt;
wire w_scl;
wire w_i2c_read;
wire w_i2c_shift;
wire w_start_i2c = r_en_det[2] & ~r_en_det[1];
assign o_i2c_scl  = (r_cnt_en) ? w_scl : 1'b1;
assign o_i2c_sda  = (r_sda_en) ? r_shift[7] : 1'b1;    
assign o_i2c_busy = r_i2c_busy;
scl_gen scl_inst(.i_clk(i_clk),
                 .i_rst_n(i_rst_n),
                 .i_cnt_en(r_cnt_en),
                 .o_scl_clk(w_scl),
                 .o_read_en(w_i2c_read),
                 .o_shift_en(w_i2c_shift));
always @(posedge i_clk, negedge i_rst_n) begin
    if (~i_rst_n)
        r_en_det <= 3'b111;
    else
        r_en_det <= {r_en_det[1:0], i_i2c_en};
end
always @(posedge i_clk, negedge i_rst_n) begin
    if (~i_rst_n)
        r_data <= 'b0;
    else if (r_state == STATE_IDLE)
        r_data <= i_i2c_sdata;
end
always @(posedge i_clk, negedge i_rst_n) begin
    if (~i_rst_n) begin
        r_state <= STATE_IDLE;
        r_cnt_en <= 0;
        r_sda_en <= 0;
        r_i2c_busy <= 0;
    end
    else begin
        case (r_state)
            STATE_IDLE: begin
                if (w_start_i2c) begin
                    r_state <= STATE_START;
                    r_sda_en <= 1;
                    r_shift <= {SADDR, 1'b0};
                    r_i2c_busy <= 1;
                end
                else begin
                    r_cnt_en <= 0;
                    r_start_cnt <= 0;
                    r_bit_cnt <= 0;
                    r_sda_en <= 0;
                    r_i2c_busy <= 0;
                end
            end
            STATE_START: begin
                if (&r_start_cnt) begin
                    r_state <= STATE_ADDR;
                    r_cnt_en <= 1;
                    r_start_cnt <= r_start_cnt + 1'b1;
                end
                else begin
                    r_start_cnt <= r_start_cnt + 1'b1;
                end
            end
            STATE_ADDR: begin
                if (r_bit_cnt == 7) begin
                    r_state <= STATE_RW;
                    r_bit_cnt <= 0;
                end
                else begin
                    if (w_i2c_shift) begin
                        r_bit_cnt <= r_bit_cnt + 1'b1;
                        r_shift <= {r_shift[6:0], 1'b0};
                    end
                end
            end
            STATE_RW:
                if (w_i2c_shift) begin
                    r_state <= STATE_ACK_ADDR;
                    r_sda_en <= 0;
                    r_shift <= {r_shift[6:0], 1'b0};
                end
            STATE_ACK_ADDR:
                if (w_i2c_shift) begin
                    r_state <= STATE_DATA;
                    r_shift <= r_data;
                    r_sda_en <= 1; 
                end
            STATE_DATA: begin
                if (r_bit_cnt == 8) begin
                    r_state <= STATE_ACK_DATA;
                    r_bit_cnt <= 0;
                    r_sda_en <= 0;
                end
                else begin
                    if (w_i2c_shift) begin
                        r_bit_cnt <= r_bit_cnt + 1'b1;
                        r_shift <= {r_shift[6:0], 1'b0};
                    end
                end
            end
            STATE_ACK_DATA: begin
                if (w_i2c_shift) begin
                    r_state <= STATE_END;
                    r_sda_en <= 1;
                end
            end
            STATE_END: begin
                if (&r_start_cnt && ~r_cnt_en) begin
                    r_state <= STATE_IDLE;
                    r_start_cnt <= 0;
                    r_sda_en <= 1;
                end
                else if (w_i2c_read) begin
                    r_cnt_en <= 0;
                end 
                else if (~r_cnt_en) begin  
                    r_start_cnt <= r_start_cnt + 1'b1;
                end
            end 
        endcase
    end
end
endmodule
module scl_gen (
    input i_clk,
    input i_rst_n,
    input i_cnt_en, 
    output o_scl_clk,
    output o_read_en,
    output o_shift_en  
);
parameter DIVIDER = 1000;
parameter WIDTH = $clog2(DIVIDER);
reg [WIDTH - 1:0] r_div_cnt;
reg [2:0] r_edge_detect;
wire w_of = (r_div_cnt == DIVIDER - 1);
assign o_scl_clk  = (r_div_cnt >= (DIVIDER / 2));
assign o_shift_en =  r_edge_detect[2] & ~r_edge_detect[1];
assign o_read_en  = ~r_edge_detect[2] & r_edge_detect[1];
always @(posedge i_clk, negedge i_rst_n) begin
    if (~i_rst_n)
        r_div_cnt <= 'b0;
    else if (~i_cnt_en)
        r_div_cnt <= 'b0;
    else if (w_of)
        r_div_cnt <= 'b0;
    else
        r_div_cnt <= r_div_cnt + 1'b1;
end
always @(posedge i_clk, negedge i_rst_n) begin
    if (~i_rst_n)
        r_edge_detect <= 3'b000;
    else
        r_edge_detect <= {r_edge_detect[1:0], o_scl_clk};
end
endmodule
module print_logic (
    input       i_clk,
    input       i_rst_n,
    input       i_rx_data,
    output      o_i2c_scl,
    output      o_i2c_sda  
);
localparam STATE_WAIT = 2'b00, STATE_START = 2'b01,
           STATE_END  = 2'b11, STATE_CNT   = 2'b10;
reg        r_i2c_en;
reg  [1:0] r_state;
reg  [1:0] r_i2c_det;
reg  [1:0] r_uart_det;
reg  [7:0] r_pc;
reg  [7:0] r_start_cnt;
reg  [7:0] r_op_data;
wire       w_uart_clr;
wire       w_i2c_clr;
wire       w_uart_start = ~r_uart_det[1] & r_uart_det[0];
wire       w_uart_end   = ~r_uart_det[0] & r_uart_det[1];
wire       w_i2c_start  = ~r_i2c_det[1] & r_i2c_det[0];
wire       w_i2c_end    = ~r_i2c_det[0] & r_i2c_det[1];
wire       w_cnt_of     = &r_start_cnt;
wire [7:0] w_rx_data;
reg  [7:0] mem_opcode [95:0];
initial $readmemh("opcodes/lcd_opcode.txt", mem_opcode);
uart_rx_core uart_rx(.i_clk     (i_clk),
                     .i_rst_n   (i_rst_n),
                     .i_rx_data (i_rx_data),
                     .o_rx_data (w_rx_data),
                     .o_bus_clr (w_uart_clr));
iic_master_core i2c_tx(.i_clk       (i_clk),
                       .i_rst_n     (i_rst_n),
                       .i_i2c_en    (r_i2c_en),
                       .i_i2c_sdata (r_op_data),
                       .o_i2c_scl   (o_i2c_scl),
                       .o_i2c_sda   (o_i2c_sda),
                       .o_i2c_busy  (w_i2c_clr));
always @(posedge i_clk, negedge i_rst_n) begin
    if (~i_rst_n)
        r_i2c_det <= 2'b00;
    else
        r_i2c_det <= {r_i2c_det[0], w_i2c_clr};
end
always @(posedge i_clk, negedge i_rst_n) begin
    if (~i_rst_n)
        r_uart_det <= 2'b00;
    else
        r_uart_det <= {r_uart_det[0], w_uart_clr};
end
always @(posedge i_clk) begin
    if (r_state == STATE_WAIT)    
        r_op_data <= mem_opcode[r_pc];
end
always @(posedge i_clk, negedge i_rst_n) begin
    if (~i_rst_n)
        r_pc <= 'b0;
    else if (r_state == STATE_CNT) begin
		  r_pc <= r_pc + 1'b1;
	 end
end
always @(posedge i_clk, negedge i_rst_n) begin
    if (~i_rst_n)
        r_start_cnt <= 'b0;
    else if (r_state != STATE_END)
        r_start_cnt <= 'b0;
    else
        r_start_cnt <= r_start_cnt + 1'b1;
end
always @(posedge i_clk, negedge i_rst_n) begin
    if (~i_rst_n) begin
        r_state  <= STATE_WAIT;
        r_i2c_en <= 1;
    end
    else begin
        case (r_state)
            STATE_WAIT: begin
					if (r_pc < 96) begin
					r_state <= STATE_START;
					r_i2c_en <= 0;
					end
					else 
						r_pc <= STATE_WAIT;
            end
            STATE_START: begin
                if (w_i2c_end) begin
                    r_state <= STATE_CNT;
                    r_i2c_en <= 1;
                end
            end
            STATE_CNT: begin
                r_state <= STATE_END;
            end
            STATE_END: begin
                if (w_cnt_of)
                    r_state <= STATE_WAIT;
            end
        endcase
    end
end
endmodule
module uart_baud_gen
#(parameter BAUD_RATE = 9600, CLK_FREQ = 50_000_000)
(
    input i_clk,  
    input i_rst_n,
    input i_cnt_en,
    output o_read_en,   
    output o_of_clk    
);
localparam DIV_PARAM = (CLK_FREQ / BAUD_RATE);
localparam WIDTH = $clog2(DIV_PARAM);
reg [WIDTH - 1:0] r_baud_cnt;
wire w_cnt_rst = (DIV_PARAM - 1 == r_baud_cnt);
assign o_of_clk  = w_cnt_rst;
assign o_read_en = (DIV_PARAM/2 == r_baud_cnt);
always @(posedge i_clk, negedge i_rst_n) begin
    if (~i_rst_n)  
        r_baud_cnt <= 0;
    else if (w_cnt_rst)
        r_baud_cnt <= 0;    
    else if (i_cnt_en)  
        r_baud_cnt <= r_baud_cnt + 1'b1;
    else 
        r_baud_cnt <= 0;
end
endmodule
module uart_rx_core (
    input i_clk,
    input i_rst_n,
    input i_rx_data,
    output [7:0] o_rx_data, 
    output o_bus_clr  
);
localparam STATE_IDLE = 2'b00, STATE_START = 2'b01,
           STATE_DATA = 2'b10, STATE_END = 2'b11;
reg r_cnt_en;
reg r_uart_clr;
reg [1:0] r_rx_sync;
reg [1:0] r_state;
reg [3:0] r_bit_cnt;
reg [7:0] r_rx_data;
reg [7:0] r_rx_shift;
wire w_read_en;
wire w_bit_add;
wire w_rx_bit = r_rx_sync[1];
assign o_rx_data = r_rx_data;
assign o_busy    = r_uart_clr;
uart_baud_gen #(.BAUD_RATE(9600)) gen(.i_clk(i_clk),
									  .i_rst_n(i_rst_n),
									  .i_cnt_en(r_cnt_en),
									  .o_read_en(w_read_en),
									  .o_of_clk(w_bit_add));
always @(posedge i_clk) begin
    r_rx_sync <= {r_rx_sync[0], i_rx_data};
end
always @(posedge i_clk, negedge i_rst_n) begin
    if (~i_rst_n)
        r_bit_cnt <= 'b0;
    else if (~r_cnt_en)
        r_bit_cnt <= 'b0;
    else if (w_bit_add)
        r_bit_cnt <= r_bit_cnt + 1'b1;
end
always @(posedge i_clk, negedge i_rst_n) begin
    if (~i_rst_n)
        r_rx_data <= 'b0;
    else if (&r_state)
        r_rx_data <= r_rx_shift;
end
always @(posedge i_clk) begin
    if (r_state == STATE_DATA & w_read_en)
        r_rx_shift <= {w_rx_bit, r_rx_shift[7:1]};
end
always @(posedge i_clk, negedge i_rst_n) begin
    if (~i_rst_n) begin
        r_state <= STATE_IDLE;
        r_uart_clr <= 1'b0;
    end
    else begin
        case (r_state)
            STATE_IDLE: begin
                if (~w_rx_bit) begin
                    r_state <= STATE_START;
                    r_uart_clr <= 1'b1;
                end
            end
            STATE_START: begin
                if (r_bit_cnt == 1)
                    r_state <= STATE_DATA;
            end
            STATE_DATA: begin
                if (r_bit_cnt == 9)
                    r_state <= STATE_END;
            end 
            STATE_END: begin
                if (r_bit_cnt == 10) begin
                    r_state <= STATE_IDLE;
                    r_uart_clr <= 1'b0;
                end
            end
        endcase
    end
end
always @* begin
    case (r_state)
        STATE_IDLE: begin
            r_cnt_en <= 1'b0;
        end
        STATE_START: begin
            r_cnt_en <= 1'b1;
        end
    endcase
end
endmodule
==> run.sh <==
#!/bin/bash
# OpenROAD 26Q1-2900-gdf79404cd8, Yosys 0.63+post, stock flow scripts
make -C /OpenROAD-flow-scripts/flow DESIGN_CONFIG=/design/flow/config.mk WORK_HOME=/design/flow/orfs finish
==> config.mk <==
export PLATFORM = sky130hd
export DESIGN_NAME = print_logic
export DESIGN_NICKNAME = print_logic
export VERILOG_FILES = /design/flow/design.v
export SDC_FILE = /design/flow/constraint.sdc
export NUM_CORES = 4
export LEC_CHECK = 1
export CORE_UTILIZATION = 30
export SYNTH_HDL_FRONTEND = slang
==> constraint.sdc <==
current_design print_logic

set clk_period 2.4
set clk_io_pct 0.2

create_clock -name clk0 -period $clk_period [get_ports {i_clk}]

set non_clock_inputs [all_inputs -no_clocks]
set_input_delay [expr $clk_period * $clk_io_pct] -clock clk0 $non_clock_inputs
set_output_delay [expr $clk_period * $clk_io_pct] -clock clk0 [all_outputs]
==> summary.txt <==
flow finished, numbers: num ports 5, flop-to-flop setup slack roughly 0.36 ns, CTS tree built, CTS H-tree lvls 3, IO buf count 3, chip area estimate from yosys synthesis ~2700 um^2, clk latency late pin between 0.3 and 0.4 ns, ys flops 61, worst hold slack 0.352 ns, Tmin final roughly 2.2 ns, post-synthesis sequential area ratio 0.593, tool warnings 29, Final Hold Vio Count 0, FILL cells around 850, cts hold-fix bufs 1, post_cts resized 0, initial drt markers around 57, fin. max-slew vios 0, share of cells above drive strength 1 0.135, Setup violations, final 0, Sum Neg Setup Slack 0 ns, leading area contributor after synthesis dfrtp_1, final wirelength about 4.4 mm, Reg2Reg Depth 5, top area contributor share 0.328, routability-driven placement congestion ratio 0.759, Initial Utilization 0.312, max cap viols 0, Die W approximately 100 um, CP startpoint kind flip-flop, core footprint approximately 8800 um^2, diode count 0, Reg2Reg Capture Point i2c_tx.r_start_cnt[6]$_DFFE_PP_, worst min path class flip-flop to flip-flop, post-DR vias/cell ~4.5, Longest Clk Path Bufs 2, Via Count ~1700, Async S/R FF share, synth 0.689, Worst setup EP type primary output, most common library cells after synthesis 36 x dfrtp_1, 36 x nor2_1, 25 x nand2_1, 19 x edfxtp_1, postcts setup bufs 0, library cells used by synthesis 46, CP Class flip-flop to primary output, crit-path max FO 5, EDFF count, synth 19, Setup Skew about 0.0087 ns, CTS buffer count 9, clock tree sinks between 60 and 70, yosys cell count around 250, DR pass1 iterations 4, status finished clean, Syn. warnings 16, Avg Cell Area, Syn around 11 um^2, post-route cell area about 3100 um^2, initial antenna violation count 0, Area Growth Syn to Fin 12.1%, Hold Crit Start i2c_tx.scl_inst.r_edge_detect[0]$_DFF_PN0_, critical path required time between 1.5 and 2 ns, chip height about 98 um, largest net degree at the start of global routing 28, area post-placement just under 3000 um^2, average wire per standard cell about 12 um, worst r2r src i2c_tx.r_start_cnt[0]$_DFFE_PP_, Final HPWL DP roughly 3.0 mm, die area between 9000 and 10000 um^2, Clk pin slew, worst setup/hold paths 0.06 ns, Synth area leaders dfrtp_1 33%, edfxtp_1 21%, dfstp_2 5.7%, Mapped Area ~2700 um^2, antenna-violating nets left 0, Hold Crit Depth 0, hold endpoint i2c_tx.scl_inst.r_edge_detect[1]$_DFF_PN0_, DRC Markers 0, Worst EP arrival around 1.8 ns, Pwr per Cell Area around 610 nW/um^2, slew margin rel. 0.599, Global Route Usage Sum 0.101, Dominant flop cell dfrtp_1, root buf cell clkbuf_8, actual slew at the worst max-slew pin 0.601 ns, fin crit share 0.932, VDD IR max ~0.00025 V, fmax 0.447 GHz, first-pass GRT wire length about 7.6 mm, Site Rows 34, GRT Residual Overflow 0, Cells after Synth between 200 and 250, P_leak ~0.0013 uW, RSZ-0062 raised after global routing no, vias in the first global route 1669, final core utilization 0.350
[kinds of logic after synthesis]
| family | Yosys count | share of synthesized area |
|---|---|---|
| fa+ha+maj | 6 | 0.0273 |
| flops | 61 | 0.593 |
| buf+inv | 19 | 0.0310 |
| simple gates | 114 | 0.210 |
| compound gates | 24 | 0.0615 |
| mux | 1 | 0.00364 |
| xor+xnor | 23 | 0.0733 |
[worst max path at each step]
stage	from	to	slack, ns
after CTS	i2c_tx.scl_inst.r_div_cnt[5]$_DFF_PN0_	o_i2c_scl	0.16
after global routing	i2c_tx.scl_inst.r_div_cnt[5]$_DFF_PN0_	o_i2c_scl	0.05
final	i2c_tx.scl_inst.r_div_cnt[5]$_DFF_PN0_	o_i2c_scl	0.16
[placed cells by master (no fill, tap or decap), types with 2 or more instances in the layout]
cell type / netlist / final
and2_1: 6 / 6
xnor2_1: 13 / 13
o21ai_0: 7 / 7
nand2b_1: 3 / 3
nor2b_1: 2 / 2
nand3b_1: 2 / 2
nand4_1: 4 / 4
dfrtp_1: 36 / 36
a21oi_1: 3 / 3
and3_1: 7 / 7
clkbuf_8: 0 / 11
nand3_1: 9 / 9
nand4b_1: 2 / 2
nand3_2: 2 / 2
nor3_1: 6 / 6
clkinv_2: 0 / 2
xor2_1: 10 / 10
clkbuf_1: 1 / 3
o21bai_1: 2 / 2
ha_1: 6 / 6
dfstp_2: 6 / 6
a21o_1: 5 / 5
nor2_1: 36 / 36
inv_1: 13 / 13
clkdlybuf4s50_1: 0 / 2
nand2_1: 25 / 25
or3_1: 2 / 2
edfxtp_1: 19 / 19
buf_4: 1 / 3
[layer usage]
| metal | share of wire | up-vias | GRT usage |
|---|---|---|---|
| li1 | - | 861 | - |
| met1 | 0.53 | 790 | 0.157 |
| met2 | 0.43 | 13 | 0.150 |
| met3 | 0.035 | 6 | 0.0300 |
| met4 | 0.012 | 0 | 0.00932 |
| met5 | 0 | - | 0 |
[power breakdown]
| part | switching, uW | internal (uW) |
|---|---|---|
| logic | 15.3 | 4.16 |
| clock network | 367 | 429 |
| registers | 0 | 1070 |
[cell type report]
| type | instances | area, um^2 | area share |
|---|---|---|---|
| clock buffer | 14 | 163 | 0.0528 |
| timing repair buffer | 7 | 57.6 | 0.0187 |
| tap | 108 | 135 | 0.0439 |
| multi-input combinational | 168 | 1030 | 0.335 |
| inverter | 14 | 52.6 | 0.0171 |
| sequential | 61 | 1630 | 0.529 |
| clock inverter | 2 | 10.0 | 0.00325 |
[metrics by stage]
stage               setup slack [ns]  power, uW  std cells
floorplan                      0.595       1090        248
global placement               0.414       1110        357
detailed placement             0.379       1110        357
CTS                            0.157       1920        374
global route                  0.0537       1960        374
finish                         0.163       1880        374
[worst max-delay path, stage by stage (launching register included)]
cell and delay (ns):
dfrtp_1 0.42, nand4_1 0.22, o21bai_1 0.22, or2_2 0.13, clkdlybuf4s50_1 0.45
[state kept, by name, indices dropped and copies added (netlist names), named ones only]
name                           count
i2c_tx.r_sda_en                    1
r_state                            4
r_i2c_en                           1
i2c_tx.r_bit_cnt                   4
i2c_tx.r_cnt_en                    1
i2c_tx.r_start_cnt                 8
r_start_cnt                        8
i2c_tx.scl_inst.r_edge_detect      3
r_i2c_det                          2
i2c_tx.scl_inst.r_div_cnt         10
i2c_tx.r_en_det                    3
i2c_tx.o_i2c_busy                  1
i2c_tx.r_shift                     7
i2c_tx.r_state                     7
Power and IR drop assume default switching activity.
